<file path="config.mk">
export PLATFORM = sky130hd
export DESIGN_NAME = DataMemory
export DESIGN_NICKNAME = DataMemory
export VERILOG_FILES = /design/flow/design.v
export SDC_FILE = /design/flow/constraint.sdc
export NUM_CORES = 4
export LEC_CHECK = 1
export CORE_UTILIZATION = 50
</file>
<file path="constraint.sdc">
current_design DataMemory

set clk_period 32.2
set clk_io_pct 0.2

create_clock -name clk0 -period $clk_period [get_ports {clk}]

set non_clock_inputs [all_inputs -no_clocks]
set_input_delay [expr $clk_period * $clk_io_pct] -clock clk0 $non_clock_inputs
set_output_delay [expr $clk_period * $clk_io_pct] -clock clk0 [all_outputs]
</file>
<file path="design.v">
module InstructionMemory(
	input  [5:0] addr,
	output [31:0] rd
);
	reg [31:0] INSTRROM[63:0];
	assign rd = INSTRROM[addr];
endmodule
module DataMemory(
	input clk,
	input we,
	input [5:0] addr,
	input [31:0] wd,
	output [31:0] rd
);
	reg [31:0] DATARAM[63:0];
	always @(posedge clk)
		if (we) begin
			DATARAM[addr] <= wd;
		end
	assign rd = DATARAM[addr];
endmodule
</file>
<file path="run.sh">
#!/bin/bash
# OpenROAD 26Q1-2900-gdf79404cd8, Yosys 0.63+post, stock flow scripts
make -C /OpenROAD-flow-scripts/flow DESIGN_CONFIG=/design/flow/config.mk WORK_HOME=/design/flow/orfs finish
</file>
==> qor.csv <==
stage,metric,value,unit
cells_and_area,largest_reg_flops,2048,
placed_design,place_area,82200,um2
synth,synth_chip_area,78300,um2
synth,edf_count,2048,
clocking,htree_levels,4,
grt,gr-usage-met1,43.5,%
grt,antenna_found_initial,18,
clocking,clockBufferDepth,3,
placed_design,port_buffers,71,
grt,grt.met2_usage,43.6,%
final_timing,finalHoldViolCount,0,
outcome,status,"finished, final reports clean",
grt,track_usage,32.6,%
critical_path,cpPeakStageDelay,790,ps
grt,use_met3,27.4,%
cells_and_area,fillCellCount,11300,
synth,synth_warnings,1,
route,avgRoutedWirePerCell,34.4,um
final_timing,slew_viol_final,0,
clocking,cts_tree,yes,
critical_path,arrival,12110,ps
placed_design,post-place-ws,13740,ps
synth,ys_cells,4207,
clocking,clk_root_buffer_cell,clkbuf_16,
clocking,cts_hold_buf,0,
synth,synth_flops,2048,
synth,flop_cell,edfxtp_1,
floorplan,die_h,398,um
floorplan,fp.dieW,398,um
floorplan,core,155000,um2
placed_design,place_congestion,0.933,
route,routed_wl,227000,um
clocking,cts_resized,0,
final_timing,rsz0062_at_grt,no,
clocking,cts.sinks,2048,
critical_path,crit_chain,"buf_8, buf_4, buf_4, buf_4, buf_4, buf_4, mux2i_1, a22oi_1, a31oi_1, o21ai_0, or4_1, clkdlybuf4s50_1",
clocking,postCtsSetupRepairBufs,0,
route,ant_nets,0,
floorplan,fp_util,50.6,%
cells_and_area,fin_util,57.1,%
route,avgViaCountPerCell,6.43,
flow_run,maxCapViolations,0,
final_timing,finalCritPeriodShare,57.6,%
grt,grt_pass1_vias,44000,
final_timing,relSlewSlack,6.89,%
synth,most_common_cell,edfxtp_1,
flow_run,warnings,26,
placed_design,place_hpwl,133000,um
floorplan,dieArea,158000,um2
synth,top_area_cell,edfxtp_1,
synth,ys_seq_share,78.6,%
route,num_vias,42400,
pwr,max-vdd-ir-drop,0.0553,mV
floorplan,ioPinCount,72,
pwr,power.leakage,0.0283,uW
final_timing,hold_slack,5960,ps
critical_path,cp_max_fo,51,
critical_path,startpoint_type,input pin,
final_timing,setup_viol_count_final,0,
route,dr.pass1.iters,8,
cells_and_area,design_area,88400,um2
critical_path,crit_required,25760,ps
route,drt_iter0_markers,3115,
grt,overflow,0,
critical_path,crit_path_end_kind,output pin,
synth,synth_cell_types,55,
critical_path,crit_type,in -> out,
grt,grt_pass1_wl,321000,um
final_timing,timing.fmax,0.0539,GHz
final_timing,min_period,18550,ps
route,drc,0,
synth,synth_area,78300,um2
grt,grt_max_degree,65,
cells_and_area,top_register,DATARAM,
critical_path,cp_slowest_cell,or4_1,
synth,syn_area_per_cell,18.6,um2
synth,top_cell_area_share,78.6,%
grt,grt.busiest_layer,met2,
critical_path,cpMostUsedCell,buf_4,
synth,synthCells,4207,
synth,common_cells,"2048 x edfxtp_1, 259 x mux2i_1, 188 x a22oi_1, 175 x a221oi_1, 168 x clkbuf_1",
cells_and_area,drive_gt1_share,18.2,%
cells_and_area,reg_top3,DATARAM: 2048 flops,
final_timing,worst_slew_pin_slew,1380,ps
clocking,numCtsBuffers,203,
clocking,cts.clk_slew.worst_paths,60,ps
pwr,power_density,62.3,nW/um2
synth,synth.area.top_cells,"edfxtp_1 79%, mux2i_1 3.3%, mux4_2 2.8%",
cells_and_area,syn2layout_area_growth,13.0,%
final_timing,tns,0,ps
hold_path,min_path_type,in -> reg,
synth,synthArstFlopShare,0,%
floorplan,rows,144,
final_timing,fin_ws,13650,ps
==> report_power, final <==
| group | internal (uW) | switching [uW] | leakage, uW |
|---|---|---|---|
| sequential | 2950 | 3.66 | 0.0184 |
| clock | 1260 | 975 | 0.00305 |
| combinational | 93.2 | 221 | 0.00683 |
==> routing by layer <==
layer  vias to the layer above  wire (um)
met5                         -        817
met4                        36       6340
met3                       411      45000
met2                      2932     101000
met1                     21100      74200
li1                      17900          -
==> worst paths after layout <==
check                                   to  cells after the start  startpoint
setup / recovery                     rd[1]                     12     addr[2]
hold / removal    DATARAM[50][6]$_DFFE_PP_                      1       wd[6]
==> layout by cell type (no fill, tap or decap), drive strengths merged, types with 15 or more instances in the layout <==
cell | synthesis | layout
nand2b | 18 | 18
o22a | 70 | 70
a222oi | 16 | 16
clkinv | 0 | 78
clkbuf | 169 | 268
nor3 | 22 | 22
mux4 | 96 | 96
buf | 129 | 234
a211oi | 17 | 17
and3 | 85 | 85
mux2i | 259 | 259
clkdlybuf4s50 | 0 | 36
nand3 | 54 | 54
a221oi | 175 | 175
a22o | 66 | 66
a21oi | 121 | 121
a22oi | 188 | 188
nor2 | 145 | 145
a221o | 15 | 15
a31oi | 43 | 43
a2111oi | 15 | 15
o22ai | 93 | 93
or4 | 15 | 15
o2bb2ai | 15 | 15
o21ai | 85 | 85
edfxtp | 2048 | 2048
nand2 | 28 | 28
mux2 | 147 | 147
==> critical path, delay by kind of cell <==
kind                   cells  cell delay, ps
AOI/OAI and AO/OA          3             650
buffers and inverters      7            3740
muxes                      1             270
and+or+nand+nor            1             790
==> metrics by stage <==
step | instances | total power, uW
floorplan | 4207 | 3150
global placement | 6222 | 3320
detailed placement | 6223 | 3320
CTS | 6592 | 5540
global route | 6602 | 5660
finish | 6603 | 5510
==> final cells by class <==
class | count | area, um2 | area share [%]
Inverter | 2 | 15.0 | 0.0170
Antenna cell | 11 | 27.5 | 0.0311
Timing Repair Buffer | 270 | 2060 | 2.33
Multi-Input combinational cell | 1859 | 16000 | 18.1
Tap cell | 2044 | 2560 | 2.89
Clock buffer | 268 | 5390 | 6.09
Clock inverter | 101 | 853 | 0.965
Sequential cell | 2048 | 61500 | 69.5
==> cell families after synthesis <==
group	Yosys count	synth area share, %
buf+inv	300	1.70
compound gates	933	8.73
flops	2048	78.6
mux	502	8.19
simple gates	424	2.83
No activity file was given, so power comes from the tool's default toggle rates.
