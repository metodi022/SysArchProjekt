--- /design/flow/run.sh ---
#!/bin/bash
# OpenROAD 26Q1-2900-gdf79404cd8, Yosys 0.63+post, stock flow scripts
make -C /OpenROAD-flow-scripts/flow DESIGN_CONFIG=/design/flow/config.mk WORK_HOME=/design/flow/orfs finish
--- /design/flow/constraint.sdc ---
current_design Decoder

set clk_period 2.6
set clk_io_pct 0.2

create_clock -name clk0 -period $clk_period

set non_clock_inputs [all_inputs -no_clocks]
set_input_delay [expr $clk_period * $clk_io_pct] -clock clk0 $non_clock_inputs
set_output_delay [expr $clk_period * $clk_io_pct] -clock clk0 [all_outputs]
--- /design/flow/design.v ---
module Decoder(
	input     [31:0] instr,       
	input            zero,        
	output reg       memtoreg,    
	output reg       memwrite,    
	output reg       dobranch,    
	output reg       alusrcbimm,  
	output reg [4:0] destreg,     
	output reg       regwrite,    
	output reg       dojump,      
	output reg [2:0] alucontrol   
);
	wire [5:0] op = instr[31:26];
	wire [5:0] funct = instr[5:0];
	always @*
	begin
		case (op)
			6'b000000:  
				begin
					regwrite = 1;
					destreg = instr[15:11];
					alusrcbimm = 0;
					dobranch = 0;
					memwrite = 0;
					memtoreg = 0;
					dojump = 0;
					case (funct)
						6'b100001: alucontrol = 3'b101; 
						6'b100011: alucontrol = 3'b001; 
						6'b100100: alucontrol = 3'b111; 
						6'b100101: alucontrol = 3'b110; 
						6'b101011: alucontrol = 3'b000; 
						6'b011001: alucontrol = 3'b100; 
						6'b010000: alucontrol = 3'b101; 
						6'b010010: alucontrol = 3'b101; 
						6'b011011: alucontrol = 3'b100; 
						6'b001000: begin dojump = 1; alucontrol = 3'b101; end 
						default:   alucontrol = 3'b010; 
					endcase
				end
            6'b000001:  
                begin
                    regwrite = 0;                    
                    destreg = 5'bx;                  
                    alusrcbimm = 0;                  
                    dobranch = zero;                 
                    memwrite = 0;                    
                    memtoreg = 1'bx;                 
                    dojump =  0;                     
                    alucontrol = 3'b010;             
                end
            6'b000011:   
                begin
                    regwrite = 1;                    
                    destreg = 5'b11111;              
                    alusrcbimm = 0;                  
                    dobranch = 0;                    
                    memwrite = 0;                    
                    memtoreg = 0;                    
                    dojump = 1;                      
                    alucontrol = 3'b101;             
                end
			6'b100011,  
			6'b101011:  
				begin
					regwrite = ~op[3];
					destreg = instr[20:16];
					alusrcbimm = 1;
					dobranch = 0;
					memwrite = op[3];
					memtoreg = 1;
					dojump = 0;
					alucontrol = 3'b101; 
				end
			6'b000100:  
				begin
					regwrite = 0;
					destreg = 5'bx;
					alusrcbimm = 0;
					dobranch = zero;  
					memwrite = 0;
					memtoreg = 0;
					dojump = 0;
					alucontrol = 3'b001; 
				end
			6'b001001:  
				begin
					regwrite = 1;
					destreg = instr[20:16];
					alusrcbimm = 1;
					dobranch = 0;
					memwrite = 0;
					memtoreg = 0;
					dojump = 0;
					alucontrol = 3'b101; 
				end
			6'b000010:  
				begin
					regwrite = 0;
					destreg = 5'bx;
					alusrcbimm = 0;
					dobranch = 0;
					memwrite = 0;
					memtoreg = 0;
					dojump = 1;
					alucontrol = 3'b010; 
				end
			6'b001111:  
				begin
					regwrite = 1;											 
					destreg = instr[20:16];									 
					alusrcbimm = 1; 										 
					dobranch = 0;  											 
					memwrite = 0;   										 
					memtoreg = 0;  											 
					dojump = 0;     										 
					alucontrol = 3'b011;									 
				end
			6'b001101:  
				begin
					regwrite = 1;											 
					destreg = instr[20:16];									 
					alusrcbimm = 1; 										 
					dobranch = 0;  											 
					memwrite = 0;   										 
					memtoreg = 0;  											 
					dojump = 0;     										 
					alucontrol = 3'b110;									 
				end
			default:  
				begin
					regwrite = 1'bx;
					destreg = 5'bx;
					alusrcbimm = 1'bx;
					dobranch = 1'bx;
					memwrite = 1'bx;
					memtoreg = 1'bx;
					dojump = 1'bx;
					alucontrol = 3'b010; 
				end
		endcase
	end
endmodule
--- /design/flow/config.mk ---
export PLATFORM = sky130hd
export DESIGN_NAME = Decoder
export DESIGN_NICKNAME = Decoder
export VERILOG_FILES = /design/flow/design.v
export SDC_FILE = /design/flow/constraint.sdc
export NUM_CORES = 4
export LEC_CHECK = 1
export CORE_AREA = 10 10 70 70
export DIE_AREA = 0 0 80 80
==> results.yml <==
# physical design summary
outcome:
  status: "complete, no violations"
detailed_routing:
  drcViolationCount: 0
  vias_per_cell: 4.67
  routed_wl_um: 2880
  drtIter0Drc: 39
  ant_nets: 0
  dr.pass1.iters: 6
  num_antenna_cells: 0
  post_drt_wl_per_cell_um: 12.9
  via_count: 1041
power_and_ir_drop:
  power_density_nw_per_um2: 142
  p_leak_uw: 0.000672
  ir_drop_mv: 0.0467
yosys:
  synthCells: 101
  synth_warnings: 1
  syn_area_per_cell_um2: 6.26
  top_area_cell: "o22ai_1"
  ys_area_um2: 632
  yosys_cells: 101
  top_area_frac: 0.0990
  netlist_area_um2: 632
  ys_seq_frac: 0
  ys_types: 38
  top_cells_by_area: "o22ai_1 (9.9%), a222oi_1 (6.3%), nand2_1 (5.9%)"
final_layout:
  seq_area_um2: 0
  seq_cells: 0
  finalNonFillerCells: 223
  layout-drive-gt1-share: 0.441
  mi_logic_area_um2: 688
  area_growth_pct: 135
  nFillCells: 323
  clkbuf_count: 0
final_timing:
  hold_violations: 0
  setup_ws_ns: 0.0763
  slew_violations: 0
  finalSetupTns_ns: 0
  period_needed_ns: 2.52
  relSlewSlack: 0.789
  hold_slack_ns: 1.66
  rsz0062_at_grt: "no"
  setup_viol: 0
  period_used_share: 0.971
  max_freq_ghz: 0.396
  worst_slew_pin_slew_ns: 0.316
die:
  die_w_um: 80
  initCoreUtil: 0.185
  ios: 47
  core_region_area_um2: 3420
  die_h_um: 80
  rows: 21
  die_area_um2: 6400
setup_path:
  worstSetupEndpointType: "output pin"
  worstPathArrival_ns: 2.00
  critPathMaxStageDelay_ns: 0.50
  crit_required_ns: 2.08
  critPathCapture: "dobranch"
  cp_cell_sequence: "dlygate4sd2_1 -> buf_6 -> nor2_4 -> nand2_2 -> buf_4 -> buf_4 -> nand2_1 -> nor3_1 -> clkdlybuf4s50_1"
  worstPathMaxFanout: 5
  crit_start: "instr[30]"
  critical_path.startpoint_type: "primary input"
  crit_top_cell: "buf_4"
  cp_slowest_cell: "clkdlybuf4s50_1"
  critPathKind: "in -> out"
global_routing:
  grt_pass1_wl_um: 4790
  grt_start_max_net_pins: 12
  grt.total_usage: 0.0871
  grt-ovfl-total: 0
  antenna_found_initial: 0
  grt_pass1_vias: 1029
clocking:
  holdBufCountCts: 0
placement:
  io_buffers: 37
  post-place-cells: 213
  dp_slack_ns: -0.384
  dpl.hpwl_um: 2260
  place_congestion: 0.847
run:
  warnings: 43
  maxCapViolations: 0
hold_path:
  hold_depth: 6
  min_path_type: "in -> out"
synth_stat cells, types with 3 or more instances:
cell type and number:
inv_1 8, nor2b_1 4, a21oi_1 4, nand3_1 4, nor3_1 4, a222oi_1 4
nand3b_1 3, o22ai_1 10, xnor2_1 3, o21ai_0 6, nor2_1 6, nand2_1 10
buf_2 4
kinds of logic after synthesis:
kind of cell	after synthesis	synth area share
compound gates	37	0.426
xor+xnor	3	0.0416
buf+inv	17	0.121
mux	1	0.0158
simple gates	43	0.396
power breakdown:
| part | switching (uW) | internal [uW] | leakage [uW] | total [uW] |
|---|---|---|---|---|
| sequential | 0 | 0 | 0 | 0 |
| clock | 0 | 0 | 0 | 0 |
| combinational | 86.3 | 125 | 0.000672 | 211 |
| total | 86.3 | 125 | 0.000672 | 211 |
cells in the final DEF (no fill, tap or decap), drive strengths merged, types with 2 or more instances in the layout:
cell type	count
a2111oi	2
a21o	2
a21oi	4
a222oi	4
buf	51
clkbuf	6
clkdlybuf4s50	18
dlygate4sd2	9
inv	8
nand2	10
nand2b	2
nand3	4
nand3b	3
nor2	6
nor2b	4
nor3	4
nor4	2
o21ai	7
o22ai	10
or3b	2
xnor2	3
worst min path at each step:
stage,startpoint,end,slack [ns]
5_1_grt,instr[26],alucontrol[2],1.72
6_report,instr[2],alucontrol[0],1.66
4_1_cts,instr[31],destreg[0],1.75
final cells by class:
class / instances / area share
Tap cell: 46 / 0.0388
Timing Repair Buffer: 85 / 0.477
Multi-Input combinational cell: 84 / 0.464
Inverter: 8 / 0.0203
timing repair:
| item | 4_1_cts | 5_1_grt |
|---|---|---|
| resized | 53 | 26 |
| pin swaps | 11 | 5 |
| gates cloned | 0 | 0 |
| buffers inserted | 7 | 3 |
| endpoints found under the setup margin | 14 | 3 |
routing by layer:
layer / track usage / vias up / routed length [um]
met5: 0 / - / 0
met4: 0 / 0 / 0
met3: 0.0170 / 0 / 191
met2: 0.142 / 22 / 1390
met1: 0.122 / 473 / 1300
li1: - / 546 / -
through the flow:
stage          total power [uW]   util  instance area, um^2
3_3_place_gp                186  0.380                 1300
5_1_grt                     230  0.434                 1480
3_5_place_dp                188  0.380                 1300
4_1_cts                     202  0.423                 1450
2_1_floorplan              66.5      -                  632
6_report                    211  0.434                 1480
worst max-delay path: cells and delay by family:
family                 cells  cell delay (ns)
AND/OR/NAND/NOR            4             0.36
buffers and inverters      5             1.12
Power and IR drop assume default switching activity.
